**constraint.sdc**
```tcl
current_design exercise1

set clk_period 5.4
set clk_io_pct 0.2

create_clock -name clk0 -period $clk_period [get_ports {clk}]

set non_clock_inputs [all_inputs -no_clocks]
set_input_delay [expr $clk_period * $clk_io_pct] -clock clk0 $non_clock_inputs
set_output_delay [expr $clk_period * $clk_io_pct] -clock clk0 [all_outputs]
```
**run.sh**
```bash
#!/bin/bash
# OpenROAD 26Q1-2900-gdf79404cd8, Yosys 0.63+post, stock flow scripts
make -C /OpenROAD-flow-scripts/flow DESIGN_CONFIG=/design/flow/config.mk WORK_HOME=/design/flow/orfs finish
```
**design.v**
```verilog
module exercise1 #(
    parameter CNT_WIDTH = 32
) (
    input clk,
    input rst_n,
    input key,
    output wire [4-1:0] led_
);
  localparam FlashTimesWidth = 6;
  reg en_cnt;
  reg [CNT_WIDTH-1:0] cnt;
  wire press_down, press_up;
  reg clr1_n, clr2_n;
  reg [6-1:0] flash_times_x2;
  wire flash_over1, flash_over2;
  key_detect key_detect_inst (
      .key_n(key),
      .clk(clk),
      .rst_n(rst_n),
      .press_down(press_down),
      .press_up(press_up)
  );
  flash_led #(
      .NumOfLeds(1),
      .FlashTimesWidth(FlashTimesWidth)
  ) flash_led_inst1 (
      .clk(clk),
      .rst_n(rst_n),
      .clr_n(clr1_n),
      .flash_times_x2(flash_times_x2),
      .led_n(led_[0]),
      .flash_over(flash_over1)
  );
  flash_led #(
      .NumOfLeds(3),
      .FlashTimesWidth(FlashTimesWidth)
  ) flash_led_inst2 (
      .clk(clk),
      .rst_n(rst_n),
      .clr_n(clr2_n),
      .flash_times_x2(flash_times_x2),
      .led_n(led_[3:1]),
      .flash_over(flash_over2)
  );
  always @(posedge clk, negedge rst_n) begin : main_proc
    if (rst_n == 0) begin
      en_cnt <= 0;
      clr1_n <= 1;
      clr2_n <= 1;
      flash_times_x2 <= 0;
    end else begin
      if (press_down == 1) begin
        en_cnt <= 1;
      end else if (press_up == 1) begin
        en_cnt <= 0;
        if (flash_over1 && flash_over2) begin
          if (cnt < 50000000) begin
            flash_times_x2 <= 5 * 2;
            clr1_n <= 0;
          end else if (cnt < 2 * 50000000) begin
            flash_times_x2 <= 10 * 2;
            clr1_n <= 0;
          end else begin
            flash_times_x2 <= 20 * 2;
            clr1_n <= 0;
            clr2_n <= 0;
          end
        end
      end else begin
        clr1_n <= 1;
        clr2_n <= 1;
      end
    end
  end
  always @(posedge clk, negedge rst_n) begin : cnt_loop_proc
    if (rst_n == 0) begin
      cnt <= 0;
    end else if (en_cnt == 1) begin
      if (cnt < 4294967295) begin
        cnt <= cnt + 1;
      end
    end else begin
      cnt <= 0;
    end
  end
endmodule
module flash_led #(
    parameter NumOfLeds = 1,
    parameter FlashTimesWidth = 6,
    parameter CNT_LED_WIDTH = 24,
    parameter PERIODS_OF_LED_FLASH = 50000000 / 10
) (
    input clk,
    input rst_n,
    input clr_n,
    input [FlashTimesWidth-1:0] flash_times_x2,
    output reg [NumOfLeds-1:0] led_n,
    output reg flash_over
);
  reg [  CNT_LED_WIDTH-1:0] cnt_led;   
  reg [FlashTimesWidth-1:0] cnt_flash_times;   
  always @(posedge clk, negedge rst_n) begin : flash_led_proc
    if (rst_n == 0) begin
      cnt_led <= PERIODS_OF_LED_FLASH;
      cnt_flash_times <= 0;
      led_n <= {NumOfLeds{1'b1}};
      flash_over <= 1;
    end else begin
      if (clr_n == 0) begin
        cnt_flash_times <= flash_times_x2;
        cnt_led <= PERIODS_OF_LED_FLASH;
      end else begin
        if (cnt_flash_times != 0) begin
          flash_over <= 0;
          if (cnt_led == 0) begin
            cnt_flash_times <= cnt_flash_times - 1;
            cnt_led <= PERIODS_OF_LED_FLASH;
          end else begin
            cnt_led <= cnt_led - 1;
          end
        end else begin
          flash_over <= 1;
        end
        if (cnt_led == 0) begin
          led_n <= ~led_n;
          if (cnt_flash_times == 0) led_n <= {NumOfLeds{1'b1}};
        end
      end
    end
  end
endmodule
module key_detect (
    input key_n,
    input clk,
    input rst_n,
    output reg press_down,
    output reg press_up
);
  localparam unsigned Idle = 2'b00, WaitDown = 2'b01, Down = 2'b10, WaitUp = 2'b11;
  reg [ 1:0] state;
  reg [19:0] cnt;
  reg en_cnt, cnt_full;
  reg key_nq1;
  reg key_nq2;
  reg key_nq3;
  reg key_nq4;
  always @(posedge clk) key_nq1 <= key_n;
  always @(posedge clk) key_nq2 <= key_nq1;
  always @(posedge clk) key_nq3 <= key_nq2;
  always @(posedge clk) key_nq4 <= key_nq3;
  wire p_edge, n_edge;
  assign p_edge = !key_nq4 && key_nq3;
  assign n_edge = key_nq4 && !key_nq3;
  always @(posedge clk, negedge rst_n) begin
    if (!rst_n) begin
      state <= Idle;
      en_cnt <= 1'b0;
      press_down <= 1'b0;
      press_up <= 1'b0;
    end else begin
      press_up   <= 1'b0;
      press_down <= 1'b0;
      case (state)
        Idle: begin
          if (n_edge) begin
            state  <= WaitDown;
            en_cnt <= 1'b1;
          end
        end
        WaitDown: begin
          if (p_edge) begin
            state  <= Idle;
            en_cnt <= 1'b0;
          end else if (cnt_full) begin
            state <= Down;
            en_cnt <= 1'b0;
            press_down <= 1'b1;
          end
        end
        Down: begin
          if (p_edge) begin
            state  <= WaitUp;
            en_cnt <= 1'b1;
          end
        end
        WaitUp: begin
          if (n_edge) begin
            state  <= Down;
            en_cnt <= 1'b0;
          end else if (cnt_full) begin
            state <= Idle;
            en_cnt <= 1'b0;
            press_up <= 1'b1;
          end
        end
        default: begin
          state <= Idle;
          en_cnt <= 1'b0;
          press_down <= 1'b0;
          press_up <= 1'b0;
        end
      endcase
    end
  end
  always @(posedge clk, negedge rst_n) begin
    if (!rst_n) begin
      cnt <= 1'b0;
      cnt_full <= 1'b0;
    end else if (en_cnt) begin
      cnt <= cnt + 20'd1;
      if (cnt == 20'd100_000 - 20'd2) cnt_full <= 1'b1;
    end else begin
      cnt <= 1'b0;
      cnt_full <= 1'b0;
    end
  end
endmodule
```
**config.mk**
```make
export PLATFORM = sky130hd
export DESIGN_NAME = exercise1
export DESIGN_NICKNAME = exercise1
export VERILOG_FILES = /design/flow/design.v
export SDC_FILE = /design/flow/constraint.sdc
export NUM_CORES = 4
export LEC_CHECK = 1
export CORE_UTILIZATION = 50
```
==> run notes <==
The run has ended; figures from its reports follow.

The flow ran to the end, and the final reports show no timing, DRC or antenna violations. The number of vias after detailed routing is 5873. The area recorded from the Yosys report for this design is 0.00731 sq mm. The clock H-tree reported by CTS has 4 levels.

The highest ir drop seen on vdd is 0.308 mV. The clock tree from TritonCTS is built. The setup slack at placement came out at 2.64 ns. The final number of hold-violating endpoints is 0. The worst setup slack after layout came out at 2.64 ns. The wire-length estimate of the detail-placed layout is 10100 um.

The final routed DRC violation total came out at 0. The post-synthesis async set-or-reset flop share came out at 0.971. The number of max-cap violations came out at 0. The logic area came out at 0.00367 sq mm. The endpoint class of the critical path is a register.

STA lists the maximum fanout along the critical path as 11. The routed design shows a wire length per standard cell of 15.6 um. Synthesis produced a netlist whose cell count is 774.

The CTS buffer count is 17. The sequential element share of the synthesized area is 0.471. The number of flops mapped to enable cells by yosys is 0. The cell resize tally after clock tree synthesis came out at 0. Across the whole layout, storage elements account for 0.00344 sq mm. The number of buffers between clock root and the deepest sink came out at 2. Yosys attributes the largest share of cell area to sky130_fd_sc_hd__dfrtp_1, sky130_fd_sc_hd__dfstp_2, sky130_fd_sc_hd__nand3_1. Setup repair after global routing left no endpoint under its margin. The clock transition at the registers of the reported paths is 0.06 ns. The count of unique library cells instantiated by Yosys is 67. The count of synthesis-stage warnings from yosys is 4. The post-layout utilization of the core came out at 0.579. The post-detailed-placement cell area came out at 0.00753 sq mm. For this run, the detailed router reports a per-instance via density of 6.05.

The count of final max-slew check failures is 0. The max-slew headroom at the worst pin is 0.449. The routed wire length came out at 15100 um. The y dimension of the die is 123 um. The post-detailed-route count of antenna-violating nets came out at 0. The area of all placed cells without fillers is 0.00814 sq mm. The width of the die came out at 123 um. The clock period could shrink to 2.76 ns. The filler cell count in the final layout came out at 1147. Across every metal layer, demand over resource in global routing totals 0.225. In the final layout, the share of cells above drive strength 1 is 0.107.

The number of antenna diodes is 0. The area of the core region is 0.0140 sq mm. The area of the die is 0.0151 sq mm. Looking at the gate-level netlist, the highest instance count belongs to sky130_fd_sc_hd__dfrtp_1.

The number of post-CTS setup repair buffers is 0. The number of global-route vias before repair came out at 5407. On the critical path the data arrives at 3.09 ns. The violation count after the first detailed-route iteration came out at 396.

The final total negative setup slack came out at 0 ns. The number of antenna violations at the first check in global routing came out at 0. The slew at the pin closest to its max-slew limit is 0.819 ns. Synthesis inferred 137 register bits. The synthesized area divided by synthesized cell count came out at 9.44 sq um. The post-layout total power is 2.22 mW. The buffer_ports step reported a buffer count of 6. The path class of the tightest hold or removal check is register to register. STA classifies the critical path startpoint as a register.

The TritonCTS sink count came out at 137. The maximum clock frequency is 363 MHz. The tree is rooted in a sky130_fd_sc_hd__clkbuf_16. According to the timing report, the data required time at the worst endpoint equals 5.73 ns. Of all cell types, the one taking the most synthesized area is sky130_fd_sc_hd__dfrtp_1. The total power divided by cell area came out at 273 mW/mm^2. Across all stage logs, warnings added up to 30. The overflow left after global routing came out at 0. At the later pin of the worst-skew pair, clock insertion delay measures 0.41 ns. After clock tree synthesis, the flow added hold-fix buffers numbering 0. At the floorplan stage, the core utilization is reported as 0.520.

The number of standard-cell rows in the floorplan came out at 43. The weighted congestion at the end of routability-driven global placement is 0.917. Among all flip-flop cells after synthesis, the most frequent one is sky130_fd_sc_hd__dfrtp_1. The final timing report lists clock skew as 0.00868 ns. The fraction of the cycle the final worst path needs came out at 0.511. The area fraction of the largest cell type after synthesis is 0.370. By startpoint and endpoint, the worst setup path is classified as register to register. The mapped cell area is 0.00731 sq mm. Sorting the synthesized cells by how often they occur yields sky130_fd_sc_hd__dfrtp_1, sky130_fd_sc_hd__nand2_1, sky130_fd_sc_hd__nor2_1. The global-route wire length before repair came out at 26200 um. The count of endpoints failing setup in the final report is 0. The area added between synthesis and finish is 11.3%. Entering global routing, the biggest net connects 78 pins. Pin placement for this block handled 7 I/O pins.

The number of cells in Yosys stat came out at 774. The leakage power summed over all cells is 3.27 nW. Before antenna repair, the detailed router went through 5 iterations.
area by class of cell:
type                    count  area share
multi-input cells         587       0.452
flip-flops and latches    137       0.423
clock buffers              24      0.0604
well taps                 180      0.0277
clock inverters             8      0.0137
repair buffers             12      0.0131
inverters                  23      0.0106
power breakdown:
group / switching, mW / internal [mW]
Sequential: 0.00120 / 1.03
Combinational: 0.0195 / 0.00244
Clock: 0.432 / 0.734
Total: 0.452 / 1.77
sequential cells by signal (all words and copies together), names as in the netlist:
register and flops:
clr1_n 1, clr2_n 1, cnt 32, en_cnt 1, flash_led_inst1.cnt_flash_times 6, flash_led_inst1.cnt_led 24
flash_led_inst1.flash_over 1, flash_led_inst1.led_n 1, flash_led_inst2.cnt_flash_times 6, flash_led_inst2.cnt_led 24, flash_led_inst2.flash_over 1, flash_led_inst2.led_n 3
flash_times_x2 4, key_detect_inst.cnt 20, key_detect_inst.cnt_full 1, key_detect_inst.en_cnt 1, key_detect_inst.key_nq1 1, key_detect_inst.key_nq2 1
key_detect_inst.key_nq3 1, key_detect_inst.key_nq4 1, key_detect_inst.press_down 1, key_detect_inst.press_up 1, key_detect_inst.state 4
worst max-delay path, cell delays in order, from the launching register on:
cell	delay [ns]
sky130_fd_sc_hd__dfrtp_1	0.42
sky130_fd_sc_hd__or4_1	0.69
sky130_fd_sc_hd__nor4_4	0.40
sky130_fd_sc_hd__a21boi_1	0.27
sky130_fd_sc_hd__nor2_1	0.64
sky130_fd_sc_hd__mux2i_1	0.25
placed cells by master, fill, tap and decap left out, types with 13 or more instances in the layout:
master                      instances
sky130_fd_sc_hd__xor2_1            17
sky130_fd_sc_hd__nand4_1           21
sky130_fd_sc_hd__a21oi_1           45
sky130_fd_sc_hd__clkbuf_16         17
sky130_fd_sc_hd__or4_1             16
sky130_fd_sc_hd__nor3_1            20
sky130_fd_sc_hd__a31oi_1           13
sky130_fd_sc_hd__nor2_1            52
sky130_fd_sc_hd__dfrtp_1          108
sky130_fd_sc_hd__nand2_1           64
sky130_fd_sc_hd__dfstp_2           25
sky130_fd_sc_hd__xnor2_1           27
sky130_fd_sc_hd__nand3_1           50
sky130_fd_sc_hd__o31ai_1           18
sky130_fd_sc_hd__o21ai_0           42
sky130_fd_sc_hd__or3_1             31
sky130_fd_sc_hd__inv_1             22
sky130_fd_sc_hd__nor4_1            22
sky130_fd_sc_hd__and2_1            17
path summary, 6_finish.rpt:
path | startpoint | end | slack (ns) | cells past startpoint
max reg2reg | flash_led_inst1.cnt_led[2] | flash_led_inst1.cnt_flash_times[1] | 2.64 | 5
min reg2reg | key_detect_inst.key_nq1 | key_detect_inst.key_nq2 | 0.33 | 0
min in group asynchronous | rst_n | cnt[5] | 0.70 | 1
max | flash_led_inst1.cnt_led[2] | flash_led_inst1.cnt_flash_times[1] | 2.64 | 5
max in group asynchronous | rst_n | flash_led_inst1.cnt_led[23] | 3.55 | 2
min | key_detect_inst.key_nq1 | key_detect_inst.key_nq2 | 0.33 | 0
through the flow:
| step | hold WS (ns) | std cells |
|---|---|---|
| after CTS | 0.326 | 971 |
| after detailed placement | 0.312 | 939 |
| final | 0.326 | 971 |
| after floorplan | 0.310 | 774 |
| after global placement | 0.314 | 939 |
| after global routing | 0.331 | 971 |
routing by layer:
layer	wire length, um	part of all wire	up-vias	GRT usage
li1	-	-	2878	-
met1	7730	0.51	2855	0.370
met2	6630	0.44	129	0.333
met3	630	0.042	11	0.0419
met4	154	0.010	0	0.0236
met5	0	0	-	0
cell families (layout without fill, tap and decap cells):
group / after synthesis / in the layout / synth area share
AOI/OAI and AO/OA: 155 / 155 / 0.134
muxes: 8 / 8 / 0.0115
and+or+nand+nor: 369 / 369 / 0.284
xor gates and xnor gates: 44 / 44 / 0.0527
adders and majority gates: 11 / 11 / 0.0188
DFF: 137 / 137 / 0.471
buffers and inverters: 50 / 67 / 0.0284
Power figures rest on the tool's default switching activity, not on a simulated workload.
