## ./run.sh

```bash
#!/bin/bash
# OpenROAD 26Q1-2900-gdf79404cd8, Yosys 0.63+post, stock flow scripts
make -C /OpenROAD-flow-scripts/flow DESIGN_CONFIG=/design/flow/config.mk WORK_HOME=/design/flow/orfs finish
```

## ./config.mk

```make
export PLATFORM = sky130hd
export DESIGN_NAME = uart_byte_tx
export DESIGN_NICKNAME = uart_byte_tx
export VERILOG_FILES = /design/flow/design.v
export SDC_FILE = /design/flow/constraint.sdc
export NUM_CORES = 4
export LEC_CHECK = 1
export CORE_AREA = 10 10 114 114
export DIE_AREA = 0 0 124 124
```

## ./constraint.sdc

```tcl
current_design uart_byte_tx

set clk_period 4.7
set clk_io_pct 0.2

create_clock -name clk0 -period $clk_period [get_ports {clk}]

set non_clock_inputs [all_inputs -no_clocks]
set_input_delay [expr $clk_period * $clk_io_pct] -clock clk0 $non_clock_inputs
set_output_delay [expr $clk_period * $clk_io_pct] -clock clk0 [all_outputs]
```

## ./design.v

```verilog
module uart_byte_tx (
    input [7:0] data_byte,
    input rst_n,
    input en_send,
    input clk,
    input [2:0] set_baud,
    output reg tx,
    output reg tx_done
);
  reg [19:0] cnt_max;   
  reg [19:0] cnt;
  reg [3:0] cnt_bit;   
  always @(*) begin
    case (set_baud)
      0: cnt_max = 20'd5208 - 20'd1;
      1: cnt_max = 20'd2604 - 20'd1;
      2: cnt_max = 20'd1302 - 20'd1;
      3: cnt_max = 20'd868 - 20'd1;
      4: cnt_max = 20'd434 - 20'd1;
      default: cnt_max = 20'd5208 - 20'd1;
    endcase
  end
  always @(posedge clk, negedge rst_n) begin
    if (!rst_n) cnt <= 1'b0;
    else if (en_send)
      if (cnt == cnt_max) cnt <= 1'b0;
      else cnt <= cnt + 20'd1;
    else cnt <= 1'b0;
  end
  always @(posedge clk, negedge rst_n) begin
    if (!rst_n) begin
      cnt_bit <= 1'b0;
      tx_done <= 1'b0;
    end else if (en_send) begin
      if (cnt == cnt_max) begin
        if (cnt_bit == 9) begin
          cnt_bit <= 1'b0;
          tx_done <= 1'b1;
        end else begin
          cnt_bit <= cnt_bit + 4'd1;
          tx_done <= 1'b0;
        end
      end else begin
        cnt_bit <= cnt_bit;
        tx_done <= 1'b0;
      end
    end else begin
      cnt_bit <= 1'b0;
      tx_done <= 1'b0;
    end
  end
  always @(posedge clk, negedge rst_n) begin
    if (!rst_n) begin
      tx <= 1'b1;
    end else if (en_send) begin
      case (cnt_bit)
        0: tx <= 1'b0;
        1: tx <= data_byte[0];
        2: tx <= data_byte[1];
        3: tx <= data_byte[2];
        4: tx <= data_byte[3];
        5: tx <= data_byte[4];
        6: tx <= data_byte[5];
        7: tx <= data_byte[6];
        8: tx <= data_byte[7];
        9: tx <= 1'b1;
        default: tx <= tx;
      endcase
    end else begin
      tx <= 1'b1;
    end
  end
endmodule
```

==> changes_impl.md <==
### Physical design

* Outcome: finished, final reports clean
* Pwr/cell area at between 200 and 250 nW/um2
* Fill cells at 1116
* Synth-to-layout area growth at 19.9%
* CTS root buffer: clkbuf_8
* Vias at about 1400
* Hold Fails Final Rpt at 0
* Number of global-route vias before repair at 1370
* Clock Tree Buf Depth at 2
* Grt total ovfl at 0
* Worst VDD drop at 88.1 uV
* Slew Viols, Final at 0
* First-pass GRT wire length at ~6700 um
* Pin count of the biggest net entering global routing at 27
* Drt via density at between 4 and 5
* Post-synth ARST share at 1.00
* DRT Pass-1 Iters at 4
* GP Congestion at slightly below 0.9
* Setup Viol. Count Final at 0
* Clock sink count at 26
* CTS tree: built
* Initial Util at 0.169
* Clock slew at reported path FFs at 90 ps
* #FFs+latches synth at 26
* Detail Route Antenna Nets at 0
* Fin crit period at 3250 ps
* # Cells Yosys at roughly 180
* Crit start category: primary input
* Most Used Layer, Global Route: met2
* Met1 Track Usage GR at 0.0700
* Fin crit share at 0.692
* Mapped cell area at approximately 1800 um2
* Max-Cap Viols at 0
* YS warnings at 1
* Setup Buffers After CTS at 0
* Final Util at 0.203
* Top_reg_cell synth: dfrtp_1
* CTS Hold Bufs at 0
* Register Area at 652 um2
* Hold_ws at between 500 and 600 ps
* Grt met3 use at 0.0101
* Total GRT Usage at 0.0526
* # IOs at 16
* CTS H-tree depth at 1
* Chip area estimate from yosys synthesis at around 1800 um2
* Actual slew at the worst max-slew pin at about 440 ps
* Die y size at approximately 120 um
* Die width at 124 um
* Critical Path Sink Type: flip-flop
* Comb gate area at 1030 um2
* Die ar. at 15400 um2
* WP data arrival at approximately 3400 ps
* Lkg Pwr at between 0.0007 and 0.0008 uW
* Avg WL per Cell at 11.4 um
* Latest clock arrival within the worst-skew pair at ~260 ps
* Drt initial violations at around 120
* Non-Filler Cell Area, Final at 2110 um2
* Port bufs at 15
* Diodes inserted at 0
* Required @ worst endpoint at about 4900 ps
* EDFF count, synth at 0
* Max transition margin at 0.706
* Core Footprint at about 10000 um2
* Critical path class: primary input to flip-flop
* Sum Neg Setup Slack at 0 ps
* Avg Cell Area, Syn at just under 10 um2
* Fin cells at about 330
* Row count at 37
* Placed cell count at ~330
* Layout cells sized above 1 at 0.123
* Cell variety after synth at 58
* Post_cts resized at 0
* Initial antenna violation count at 0
* Post-synthesis sequential area ratio at 0.371
* Residual DRC at 0
* CP max FO at 19
* Total CTS buffers at 3
* Placed cell area at between 2000 and 2500 um2
* Tool warnings at 25
* Final HPWL DP at roughly 2900 um
* Cells after Synth at approximately 180
* Clk_skew at approximately 5.6 ps
* Met2 Use GR at 0.0881
* Routed wire length at ~3800 um
* HP Class: flip-flop to flip-flop
* Max Clock Freq at between 0.3 and 0.4 GHz
* RSZ-0062 raised after global routing: false
[metal layers]
metal / share of wire / up-vias
li1: - / 693
met5: 0 / -
met1: 0.45 / 682
met3: 0.027 / 4
met2: 0.50 / 15
met4: 0.014 / 0
[critical path, cell delays in order]
cell and delay [ps]:
clkdlybuf4s50_1 700, or3b_4 450, a211oi_2 240, o22ai_2 140, or4_4 620, nand2_8 230, nor2_1 80
[worst paths after layout]
path,start,endpoint,slack (ps),depth (start not counted)
setup / recovery,set_baud[2],cnt[3]$_DFF_PN0_,1450,7
hold / removal,tx$_DFFE_PN1P_,tx$_DFFE_PN1P_,560,2
setup reg to reg,cnt[11]$_DFF_PN0_,cnt[3]$_DFF_PN0_,2370,6
hold reg to reg,tx$_DFFE_PN1P_,tx$_DFFE_PN1P_,560,2
max in group asynchronous,rst_n,tx$_DFFE_PN1P_,3370,2
min in group asynchronous,rst_n,cnt[15]$_DFF_PN0_,1040,2
[final cells by class]
| class | count | share of cell area |
|---|---|---|
| inverters | 8 | 0.0142 |
| repair buffers | 16 | 0.0747 |
| clock inverters | 1 | 0.0142 |
| multi-input cells | 141 | 0.488 |
| flip-flops and latches | 26 | 0.309 |
| well taps | 136 | 0.0807 |
| clock buffers | 3 | 0.0196 |
[layout by cell type, fill, tap and decap left out, types with 3 or more instances in the layout]
master / instances
nor4_1: 5
clkbuf_8: 3
o21ai_0: 6
xnor2_1: 9
nand2b_1: 4
nor2_4: 9
nand4_1: 5
inv_1: 8
nand2_1: 8
xor2_1: 9
clkdlybuf4s50_1: 15
a21oi_1: 5
dfrtp_1: 25
nor2_1: 19
nor3_1: 3
or3_1: 3
nand3_1: 8
[logic make-up (layout without fill, tap and decap cells)]
kind of cell / Yosys count / after routing / synth area share
AND/OR/NAND/NOR: 85 / 85 / 0.318
adder cells (fa/ha/maj): 1 / 1 / 0.00711
multiplexers: 3 / 3 / 0.0242
flip-flops: 26 / 26 / 0.371
XOR/XNOR: 18 / 18 / 0.0896
buffers and inverters: 15 / 28 / 0.0448
AND-OR/OR-AND: 34 / 34 / 0.146
[power breakdown]
part | switching (uW) | leakage [uW] | internal, uW
registers | 4.96 | 0.000357 | 226
clock network | 66.8 | 0.0000357 | 114
logic | 26.3 | 0.000337 | 23.0
[synth_stat cells, types with 4 or more instances]
cell type / instances / area, um2
nand2_1: 8 / 30.0
nor2_4: 9 / 101
xor2_1: 9 / 78.8
xnor2_1: 9 / 78.8
inv_1: 8 / 30.0
nand2b_1: 4 / 25.0
nor4_1: 5 / 31.3
dfrtp_1: 25 / 626
nand3_1: 8 / 40.0
nand4_1: 5 / 31.3
a21oi_1: 5 / 25.0
nor2_1: 19 / 71.3
o21ai_0: 6 / 30.0
[sequential cells by signal (all words and copies together) (netlist names)]
| name | flops |
|---|---|
| cnt | 20 |
| cnt_bit | 4 |
| tx | 1 |
| tx_done | 1 |
[metrics by stage]
step	worst slack [ps]	total power [uW]
floorplan	1960	263
CTS	1440	471
global route	1270	483
finish	1450	461
detailed placement	1170	286
global placement	1210	286
Power is estimated from default activity; no workload was simulated.
