`flow/config.mk`:
```
export PLATFORM = sky130hd
export DESIGN_NAME = memory
export DESIGN_NICKNAME = memory
export VERILOG_FILES = /design/flow/design.v
export SDC_FILE = /design/flow/constraint.sdc
export NUM_CORES = 4
export LEC_CHECK = 1
export CORE_AREA = 10 10 80 80
export DIE_AREA = 0 0 90 90
```
`flow/constraint.sdc`:
```
current_design memory

set clk_period 1.0
set clk_io_pct 0.2

create_clock -name clk0 -period $clk_period [get_ports {start}]

set non_clock_inputs [all_inputs -no_clocks]
set_input_delay [expr $clk_period * $clk_io_pct] -clock clk0 $non_clock_inputs
set_output_delay [expr $clk_period * $clk_io_pct] -clock clk0 [all_outputs]
```
`flow/design.v`:
```
module memory (
    input start,
    input write,
    input [7:0] addr,
    input [15:0] data,
    output reg [15:0] dout
);
  reg [15:0] mem[0:255];
  always @(posedge start) begin
    if (write) begin
      mem[addr] <= data;
      dout <= data;
    end
  end
endmodule
```
`flow/run.sh`:
```
#!/bin/bash
# OpenROAD 26Q1-2900-gdf79404cd8, Yosys 0.63+post, stock flow scripts
make -C /OpenROAD-flow-scripts/flow DESIGN_CONFIG=/design/flow/config.mk WORK_HOME=/design/flow/orfs finish
```
==> flow_metrics.py <==
# Synthesis and PnR figures
metrics = {
    "placed_design": {
        "dp_hpwl_um": 1113,
        "portBuffers": 33,
        "gp_congestion": 0.6800,
        "preCtsSetupSlack_ns": -0.1526,
    },
    "final_timing": {
        "tightest_slew_ns": 0.1038,
        "final.setup.worst_slack_ns": 0.07579,
        "finalHoldViolCount": 0,
        "maxSlewViolCount": 0,
        "rsz0062_at_grt": "no",
        "period_used_pct": 92.42,
        "fmax_ghz": 1.082,
        "setup_viol": 0,
        "period_needed_ns": 0.9242,
        "relSlewSlack_pct": 93.08,
    },
    "yosys": {
        "area_leaders": "edfxtp_1 100%",
        "synth-main-ff-cell": "edfxtp_1",
        "ys_area_um2": 480.5,
        "avgSynthCellArea_um2": 30.03,
        "ys_cells": 16,
        "synth_seq_share_pct": 100.0,
        "yosys_warnings": 1,
        "yosys-top-cells-count": "16 x edfxtp_1",
        "ys_ff": 16,
        "top_cell_area_share_pct": 100.0,
        "async_flop_share_pct": 0,
        "synth.distinct_cells": 1,
        "edf_count": 16,
        "post-synth-top-count-cell": "edfxtp_1",
        "syn-cell-area_um2": 480.5,
        "synthCells": 16,
        "synth.largest_area_cell": "edfxtp_1",
    },
    "setup_path": {
        "crit_path_top_delay_cell": "edfxtp_1",
        "arrival_ns": 0.72,
        "cp_max_fo": 1,
        "crit_type": "flop to primary output",
        "crit_start": "dout[5]",
        "critPathRequiredTime_ns": 0.80,
        "startpoint_type": "flop",
        "cp_cell_sequence": "buf_2",
        "endpoint_kind": "primary output",
        "max_stage_delay_ns": 0.36,
        "crit_buf_inv": 1,
        "cp_top_family": "flip-flops",
    },
    "run": {
        "warning_count": 33,
        "drv_cap": 0,
    },
    "pwr": {
        "p_switching_mw": 0.2162,
        "p_int_mw": 1.156,
        "leakage_nw": 0.3194,
        "p_comb_share_pct": 9.0,
        "clockPowerShare_pct": 32.1,
        "ir_drop_v": 0.0002781,
        "p_per_area_nw_per_um2": 1575,
        "seq_power_share_pct": 59.0,
        "power_switching_share_pct": 15.76,
    },
    "routing": {
        "vias": 299,
        "dr_wl_met2_um": 642,
        "ant_nets": 0,
        "firstDrtPassIters": 2,
        "met3_wirelength_um": 113,
        "top_layer": "met4",
        "met1Wirelength_um": 466,
        "drc_errors": 0,
        "wl_per_cell_um": 10.50,
        "diodes": 0,
        "via_per_inst": 2.471,
        "wl_um": 1271,
        "drtIter0Drc": 2,
    },
    "clocking": {
        "h-tree-depth": 1,
        "cts_buffer_depth": 2,
        "post_cts_buffers": 0,
        "cts_tree": "built",
        "cts_sinks": 16,
        "clockRootBuffer": "clkbuf_8",
        "cts_inserted_buffers": 3,
        "clkTransAtPathRegs_ns": 0.05,
        "cts_hold_buf": 0,
    },
    "min_path": {
        "min_from": "data[6]",
        "hold_class": "primary input to flop",
    },
    "run_status": {
        "status": "complete, no violations",
    },
    "layout": {
        "final_util_pct": 18.44,
        "area_growth_pct": 81.25,
        "reg_top3": "dout: 16 flops",
        "seqCellArea_um2": 480.5,
        "logic_area_um2": 0,
        "regMostFlops": "dout",
        "layout-drive-gt1-share_pct": 38.89,
        "fillers": 505,
        "largest_register_ffs": 16,
        "logic_gates": 0,
    },
    "floorplan": {
        "num_rows": 25,
        "die-area_um2": 8100,
        "fp.coreArea_um2": 4723,
        "initCoreUtil_pct": 10.17,
        "chipWidth_um": 90,
        "die_h_um": 90,
        "io_pins": 42,
    },
    "global_routing": {
        "first_global_vias": 373,
        "antenna_found_initial": 0,
        "grt_overflow": 0,
        "grt_max_degree": 9,
        "track_usage_pct": 3.134,
        "grt_pass1_wl_um": 2042,
    },
}
per-layer routing:
layer  global-route usage, %  vias to the layer above
met4                   1.326                        0
li1                        -                      140
met5                       0                        -
met1                   3.383                      136
met3                   1.593                        2
met2                   5.085                       21
layout by cell type, fill, tap and decap left out:
cell | synthesis | layout
edfxtp_1 | 16 | 16
clkdlybuf4s50_1 | 0 | 17
clkbuf_8 | 0 | 3
buf_2 | 0 | 6
buf_4 | 0 | 2
clkbuf_2 | 0 | 10
stage by stage:
stage / std cells / power [mW] / setup TNS, ns / area, um2 / hold slack (ns)
final: 121 / 1.372 / 0 / 870.8 / 0.5136
after detailed placement: 118 / 0.9995 / -2.413 / 909.6 / 0.7579
after global placement: 118 / 0.9983 / -2.485 / 909.6 / 0.7572
after global routing: 121 / 1.444 / 0 / 870.8 / 0.5114
after floorplan: 16 / 0.8110 / 0 / 480.5 / 0.2989
after CTS: 121 / 1.416 / 0 / 920.9 / 0.5065
final timing paths:
path,endpoint,depth (start not counted)
worst min-delay path,dout[6],1
worst max-delay path,dout[5],1
cell families (layout without fill, tap and decap cells):
| kind of cell | Yosys count | count (layout) | synth area share, % |
|---|---|---|---|
| buf+inv | 0 | 38 | 0 |
| flops | 16 | 16 | 100.0 |
power groups by stage:
| stage | clock network, mW | logic [mW] | registers [mW] |
|---|---|---|---|
| 4_1_cts | 0.462 | 0.143 | 0.810 |
| 5_1_grt | 0.493 | 0.137 | 0.815 |
| 6_report | 0.440 | 0.123 | 0.809 |
layout make-up:
cell class            count  area share [%]
sequential               16           55.17
tap                      67           9.626
clock buffer              3           4.741
timing repair buffer     35           30.46
repair_timing:
item,4_1_cts,5_1_grt
endpoints found under the setup margin,16,10
pin swaps,0,0
gates cloned,0,0
resized,38,10
Power is estimated from default activity; no workload was simulated.
